==> flow/design.v <==
`timescale 1ns / 1ps
module IO_w_LCD(clk,rst,ctrl,data_in,
d,rs,rw,e,sf_e,LED
    );
input clk,rst,ctrl;
input[7:0] data_in;
output[3:0] d; 
output rs,rw,e,sf_e;
output reg[7:0] LED; 
reg [3:0] count;
reg[32:0] buffer;
reg[7:0] RAM[0:7],mem_bus;
reg[2:0] state;
wire[32:0] data_out_w;
wire set_w;
wire[4:0] mem_addr;
parameter[2:0]  IDLE=3'b001 , STORE=3'b010 , LCD=3'b100;
assign sf_e=1;
always @(posedge clk) begin
if(rst) begin
state<=IDLE;
buffer<=0;
count<=0;
end
else begin
count<=count+1;
	case(state)
	IDLE: begin
		if(set_w) begin
			buffer[32:0]<=data_out_w[32:0];
			LED<=data_out_w[7:0];
			state<=STORE;
			count<=0;
		end
		else
			state<=IDLE;
	end
	STORE: begin
		if (count<8)begin 
		buffer<={4'b0,buffer[32:4]};
		if (buffer[3:0]<10)
		RAM[7-count[2:0]]<={4'd3,buffer[3:0]};
		else
		RAM[7-count[2:0]]<={4'd4,(buffer[3:0]-4'd9)};
		end
		else state<=LCD;
	end
	LCD: begin
	if(mem_addr<8) mem_bus[7:0]<=RAM[mem_addr[2:0]];
	else if(mem_addr<16) mem_bus<=0;
	else state<=IDLE;	
	end
	endcase end
end
io_module io(data_in, ctrl,clk,rst,data_out_w[32:0],set_w);
lcd_driver display(clk,rst,rs,rw,e,d,mem_addr[4:0],mem_bus[7:0]);
endmodule
`timescale 1ns / 1ps
module io_module(
data_in, ctrl,clk,rst,data_out,set);
input ctrl,clk,rst;
input[7:0] data_in;
output [32:0] data_out;
output reg set;
reg rdy;
reg[31:0] shift,buffer;
reg[5:0] shift_count;
reg[2:0] press_count,state;
parameter [3:0] IDLE=4'b0001,READY=4'b0010,SHIFT=4'b0100;
always@(posedge ctrl or posedge rst) begin
if (rst) begin  
press_count<=0;
shift<=0;
end
else if (press_count<4) begin
shift[31:24]<=data_in;
shift[23:16]<=shift[31:24];
shift[15:8]<=shift[23:16];
shift[7:0]<=shift[15:8];
press_count<=press_count+1'b1;
end
end
always @(posedge clk) begin
 if (rst) begin
	state<=IDLE;
	shift_count<=0;
	rdy<=0;
	buffer<=32'b0;
	set<=0;
	end
 else begin
	 case (state)
		 IDLE: begin
			 if (press_count==4) begin
			 state<=READY;
			 rdy<=1'b1;
			 end
			 else state<=IDLE;
			 end
		READY: begin
			if (rdy) begin
			state<=SHIFT;
			set<=0;
			rdy<=0;
			buffer<=shift;
			end
			else state<=IDLE;
			end
		SHIFT: begin
			if (shift_count<33)begin
			state<=SHIFT;
			buffer<=buffer>>1'b1;
			shift_count<=shift_count+1;
			end
			else begin
			state<=IDLE;
			shift_count<=0;
			set<=1;
			end
			end
		endcase
		end
end
	mult multiplier(clk,buffer[0],rdy,rst, data_out);
endmodule
`timescale 1ns / 1ps
module lcd_driver (
	input            clk,
	input				  rst,
	output reg       lcd_rs,
	output reg       lcd_rw,
	output reg       lcd_e,
	output reg [7:4] lcd_d,
	output     [4:0] mem_addr,
	input      [7:0] mem_bus
	);
	parameter        n = 25;
	parameter        j = 6;            
	parameter        k = 6;            
	parameter        noop = 6'b010000;  
	reg        [n:0] count;
	reg        [5:0] lcd_state;
	reg              init;           
	reg              row;           
	assign mem_addr = {row, count[k+6:k+3]};
	always @ (posedge clk) begin
	if(rst) begin
	count<=0;
	lcd_state<=noop;
	init<=1;
	row<=0;
	lcd_rs<=0;
	lcd_rw<=0;
	lcd_e<=0;
	lcd_d<=0;
	end
	else begin
		count <= count + 1;
		if (init) begin                     
			case (count[j+7:j+2])
				1: lcd_state <= 6'b000010;     
				2: lcd_state <= 6'b000010;
				3: lcd_state <= 6'b001000;
				4: lcd_state <= 6'b000000;     
				5: lcd_state <= 6'b001100;
				6: lcd_state <= 6'b000000;     
				7: lcd_state <= 6'b000001;
				8: lcd_state <= 6'b000000;     
				9: lcd_state <= 6'b000110;
				10: begin init <= ~init; count <= 0; end
			endcase
			{lcd_e,lcd_rs,lcd_rw,lcd_d[7:4]} <= {(^count[j+1:j+0] & ~lcd_rw),lcd_state}; 
		end else begin                                                               
			case (count[k+7:k+2]) 
				32: lcd_state <= {3'b001,~row,2'b00};                                  
				33: lcd_state <= 6'b000000;
				34: begin count <= 0; row <= ~row; end                                 
				default: lcd_state <= {2'b10, ~count[k+2] ? mem_bus[7:4] : mem_bus[3:0]};  
			endcase
			{lcd_e,lcd_rs,lcd_rw,lcd_d[7:4]} <= {(^count[k+1:k+0] & ~lcd_rw),lcd_state};
		end
	end
	end
endmodule
`timescale 1ns / 1ps
module mult(input clk,in,ctrl,rst, output reg[32:0] prod);
reg[7:0] length;
wire[5:0] shift_count;
reg[31:0] mult1;
reg[32:0] prod_reg;
wire length_bit,multiplier_bit,multiplicand_bit;
reg inbuff;
always @(posedge clk) begin
	if (rst) begin
		length<=0;
		mult1<=0;
		prod_reg<=0;
		prod<=0;
		inbuff<=0;
	end
	else begin
		inbuff<=in;
		case ({length_bit,multiplier_bit,multiplicand_bit})
		3'b100: begin length[7:0]<={inbuff,length[7:1]}; end
		3'b010: begin	
			if(shift_count==(length+8))
			mult1<={inbuff,mult1[31:1]}>>(32-length);
			else
			mult1<={inbuff,mult1[31:1]};
			end
		3'b001: begin
			prod_reg<=prod_reg+ inbuff*(mult1);
			mult1<=mult1<<1;
			if (shift_count==32)begin
			prod<=prod_reg;
			prod_reg<=0;
			end
			end
		endcase
	end
end
mult_sm sm(length,clk,rst,ctrl,shift_count,length_bit,multiplier_bit,multiplicand_bit);
endmodule
`timescale 1ns / 1ps
module mult_sm(input[7:0] mult_length,input clk,rst,ctrl,output reg[5:0] shift_count, output length_bit,multiplier_bit,multiplicand_bit);
parameter [3:0] IDLE          = 4'b0001 ;
parameter [3:0] LENGTH_BIT_ST  = 4'b0010 ;
parameter [3:0] MULT1_BIT_ST  = 4'b0100 ;
parameter [3:0] MULT2_BIT_ST   = 4'b1000 ;
reg [3:0] state ;
reg [2:0] out;
always @(posedge clk) begin
	if (rst) begin
	state<=IDLE;
	out<=3'b000;
	shift_count<=0;
	end
	else begin
		case(state)
		IDLE :begin
		shift_count<=0;
			if (ctrl) begin
			state<=LENGTH_BIT_ST; 
			out<=3'b100; 
			end
			else state<=IDLE;
		end
		LENGTH_BIT_ST :begin
			shift_count<=shift_count+1;
			if (shift_count==8) begin
					if(shift_count>=(8+mult_length)) begin
					state<=MULT2_BIT_ST;
					out<=3'b001;
					end
					else begin
					state<=MULT1_BIT_ST; 
					out<=3'b010; 
					end
					end
			else state<=LENGTH_BIT_ST;
		end
		MULT1_BIT_ST :begin
			shift_count<=shift_count+1;
			if (shift_count==(8+mult_length)) begin 
			state<=MULT2_BIT_ST; 
			out<=3'b001; 
			end
			else state<=MULT1_BIT_ST;
		end
		MULT2_BIT_ST :begin
			shift_count<=shift_count+1;
		   if (shift_count==32) begin 
			state<=IDLE;
			out<=3'b000; 
			end
			else state<=MULT2_BIT_ST;
		end
		endcase
	end
end
		assign {length_bit,multiplier_bit,multiplicand_bit}=out[2:0];
endmodule
==> flow/run.sh <==
#!/bin/bash
# OpenROAD 26Q1-2900-gdf79404cd8, Yosys 0.63+post, stock flow scripts
make -C /OpenROAD-flow-scripts/flow DESIGN_CONFIG=/design/flow/config.mk WORK_HOME=/design/flow/orfs finish
==> flow/config.mk <==
export PLATFORM = sky130hd
export DESIGN_NAME = IO_w_LCD
export DESIGN_NICKNAME = IO_w_LCD
export VERILOG_FILES = /design/flow/design.v
export SDC_FILE = /design/flow/constraint.sdc
export NUM_CORES = 4
export LEC_CHECK = 1
export CORE_UTILIZATION = 40
==> flow/constraint.sdc <==
current_design IO_w_LCD

set clk_period 13.4
set clk_io_pct 0.2

create_clock -name clk0 -period $clk_period [get_ports {clk}]
create_clock -name clk1 -period $clk_period [get_ports {ctrl}]

set non_clock_inputs [all_inputs -no_clocks]
set_input_delay [expr $clk_period * $clk_io_pct] -clock clk0 $non_clock_inputs
set_output_delay [expr $clk_period * $clk_io_pct] -clock clk0 [all_outputs]
==> run notes <==
impl run done, here's what came out: Slew HR 0.403, GPL Wtd Cong 0.906, CP delay by family, top simple AND/OR/NAND/NOR gates, max_cap viols 0, Die Y 207 um, comb. cell area 8800 um^2, CTS-repair resized insts 0, Ant. Diodes 0, ys flop type dfxtp_1, synth warn 5, drt wl/cell 16.0 um, Hold Buf Count CTS 0, Max Slew Vio Count 0, synthesized area per cell 9.17 um^2, Total Power 2.13 mW, share of cells above drive strength 1 0.0952, final setup TNS 0 ns, mapped cell area 16700 um^2, initial antenna violation count 0, number of enable flip-flop cells 62, IO Pins 27, Critical Path RT 13.71 ns, status finished clean, vias after detailed routing 12705, critical path's largest stage delay 0.66 ns, post-CTS setup repair buffer count 0, Core Area 41000 um^2, skew final 0.0140 ns, Rows 74, Min-Delay Path Class flip-flop to flip-flop, CP max stage cell nor3b_1, Inst Count DP 2287, largest net degree at the start of global routing 69, register area share after synthesis 0.441, CTS Sinks 329, Cells after Synth 1824, Crit. End Element flip-flop, Via density 5.41, Init Core Util 0.408, first-pass GRT wire length 62.0 mm, Routed Antenna Nets 0, FF-to-FF Start io.multiplier.inbuff, CTS clk-pin slew, worst paths 0.06 ns, tool warnings 30, RSZ-0062 raised after global routing no, dominant logic cell types in the final layout dfxtp_1 (229), nand2_1 (218), nor2_1 (210), Die Size 42700 um^2, First-pass DRT Iterations 15, register area 7390 um^2, worst-margin pin slew 0.893 ns, P&R area growth vs syn 11.4%, Setup Viol. Count Final 0, hold wc startpoint io.shift[31], DRC viols 0, Cell Type Count 75, Seq cells post-synth 329, maximum vdd ir drop 0.106 mV, element type at the critical path start input port, Arr. time, crit path 4.73 ns, worst path buffer plus inverter count 1, IO buf count 24, Async SR Flop Fraction 0.106, CTS tree done, WS Path Type input port to flip-flop, DP Wirelength 25.7 mm, Commonest Layout Cell dfxtp_1, width of the chip 207 um, drt total wl 37.5 mm, drt initial violations 930, yosys stat chip area 16700 um^2, Fillers 3758, remaining global-route overflow 0, Largest register FFs 66, Max Fanout on Critical Path 68, All-Layer GR Usage 0.187, leak pwr 6.77 nW, Hold Fails Final Rpt 0, crit-path cells buf_6, nor3b_1, o211a_1, nand2_1, xnor2_1, Non-Filler Instances 2350, Setup crit start rst, power density over cell area 114 nW/um^2, yosys stat cell total 1824, number of global-route vias before repair 11850
==> cell usage after synthesis (31+ instances only) <==
| cell type | count | area (um^2) |
|---|---|---|
| dfxtp_1 | 232 | 4640 |
| nand2_1 | 218 | 818 |
| nor2_1 | 211 | 792 |
| a21oi_1 | 155 | 776 |
| mux2i_1 | 111 | 1110 |
| clkbuf_1 | 92 | 345 |
| o21ai_0 | 77 | 385 |
| a211oi_1 | 73 | 548 |
| edfxtp_1 | 62 | 1860 |
| ha_1 | 51 | 638 |
| nor3_1 | 50 | 250 |
| and2_1 | 44 | 275 |
| mux2_2 | 39 | 439 |
| dfrtp_1 | 35 | 876 |
| xor2_1 | 34 | 298 |
| inv_1 | 31 | 116 |
==> report_power, final <==
group          total [mW]  leakage (nW)  switching, mW  internal (mW)
Sequential           1.04          2.86         0.0142           1.02
Combinational      0.0687          3.31         0.0416         0.0271
Clock                1.02         0.602          0.396          0.626
Total                2.13          6.77          0.452           1.68
==> tightest hold or removal path, stage by stage (launching register included) <==
cell      delay [ns]
dfrtp_1         0.39
nand3b_1        0.09
a21oi_1         0.06
==> kinds of logic (layout without fill, tap and decap cells) <==
group                    Yosys count  in the layout  share of synthesized area
buffers and inverters            151            145                     0.0354
flip-flops                       329            329                      0.441
XOR/XNOR                          58             58                     0.0304
AND-OR/OR-AND                    410            410                      0.154
adder cells (fa/ha/maj)           52             52                     0.0393
multiplexers                     170            170                      0.120
other                              1              1                   0.000224
AND/OR/NAND/NOR                  653            653                      0.180
==> worst paths after layout <==
kind / cells after the start / to / slack (ns)
setup / recovery: 5 / RAM[1][2] / 8.98
hold / removal: 2 / io.buffer[31] / 0.29
setup reg to reg: 14 / io.multiplier.prod_reg[32] / 9.56
hold reg to reg: 2 / io.buffer[31] / 0.29
max in group asynchronous: 3 / io.shift[8] / 10.09
max in group clk1: 2 / io.shift[24] / 10.14
min in group clk1: 1 / io.press_count[0] / 0.51
min in group asynchronous: 3 / io.shift[2] / 2.95
==> per-layer routing <==
layer,global-route usage,vias to the layer above,wire length [um],share of wire
li1,-,6479,-,-
met1,0.307,5946,19300,0.51
met2,0.267,233,15700,0.42
met3,0.0353,47,1800,0.048
met4,0.0326,0,671,0.018
met5,0,-,0,0
==> layout make-up <==
| type | count | area share |
|---|---|---|
| Inverter | 31 | 0.00624 |
| Clock inverter | 16 | 0.0121 |
| Clock buffer | 47 | 0.0543 |
| Timing Repair Buffer | 51 | 0.0238 |
| Multi-Input combinational cell | 1344 | 0.472 |
| Tap cell | 532 | 0.0357 |
| Sequential cell | 329 | 0.396 |
==> through the flow <==
step	cell area [um^2]	hold WS [ns]	util	setup WS (ns)
global placement	17400	0.407	0.424	8.48
global route	18600	0.302	0.455	8.79
floorplan	16700	0.372	-	8.59
finish	18600	0.288	0.455	8.98
CTS	18600	0.267	0.455	9.01
detailed placement	17400	0.414	0.424	8.40
Power is estimated from default activity; no workload was simulated.
